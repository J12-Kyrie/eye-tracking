## /design/flow/design.v

```verilog
`timescale 1ns / 1ps
module huakuang
#(
    parameter [10:0] IMG_HDISP = 11'd1280,     
    parameter [10:0] IMG_VDISP = 11'd720,      
    parameter [9:0] BOX_WIDTH = 10'd100,       
    parameter [9:0] BOX_HEIGHT = 10'd100,      
    parameter [3:0] BORDER_THICKNESS = 4'd2    
)(
    input            clk,
    input            rst_n,
    input            per_frame_clken,          
    input            per_frame_vsync,
    input            per_frame_href,
    input  [10:0]    max_x_1,                  
    input  [15:0]    y_avg_1,                  
    input  [10:0]    max_x_2,                  
    input  [15:0]    y_avg_2,                  
    input  [23:0]    per_img_Bit,              
    output           post_frame_vsync,
    output           post_frame_href,
    output           post_frame_clken,
    output [23:0]    post_img_Bit              
);
    reg per_frame_vsync_r, per_frame_href_r, per_frame_clken_r;
    reg [23:0] per_img_Bit_r;
    assign post_frame_vsync = per_frame_vsync_r;
    assign post_frame_href = per_frame_href_r;
    assign post_frame_clken = per_frame_clken_r;
    always @(posedge clk or negedge rst_n) begin
        if (!rst_n) begin
            per_frame_vsync_r <= 0;
            per_frame_href_r <= 0;
            per_frame_clken_r <= 0;
            per_img_Bit_r <= 0;
        end else begin
            per_frame_vsync_r <= per_frame_vsync;
            per_frame_href_r <= per_frame_href;
            per_frame_clken_r <= per_frame_clken;
            per_img_Bit_r <= per_img_Bit;
        end
    end
    reg [10:0] x_cnt, y_cnt;
    always @(posedge clk or negedge rst_n) begin
        if (!rst_n) begin
            x_cnt <= 0;
            y_cnt <= 0;
        end else if (per_frame_clken) begin
            if (x_cnt < IMG_HDISP - 1) begin
                x_cnt <= x_cnt + 1;
            end else begin
                x_cnt <= 0;
                if (y_cnt < IMG_VDISP - 1) begin
                    y_cnt <= y_cnt + 1;
                end else begin
                    y_cnt <= 0;
                end
            end
        end
    end
    reg [10:0] x_cnt_d, y_cnt_d;
    always @(posedge clk or negedge rst_n) begin
        if (!rst_n) begin
            x_cnt_d <= 0;
            y_cnt_d <= 0;
        end else begin
            x_cnt_d <= x_cnt;
            y_cnt_d <= y_cnt;
        end
    end
    reg per_frame_vsync_r0, per_frame_vsync_r1;
    always @(posedge clk or negedge rst_n) begin
        if (!rst_n) begin
            per_frame_vsync_r0 <= 0;
            per_frame_vsync_r1 <= 0;
        end else begin
            per_frame_vsync_r0 <= per_frame_vsync;
            per_frame_vsync_r1 <= per_frame_vsync_r0;
        end
    end
    wire vsync_falling_edge = per_frame_vsync_r1 && !per_frame_vsync_r0;
    reg [10:0] max_x_1_r, y_avg_1_r;
    reg [10:0] max_x_2_r, y_avg_2_r;
    always @(posedge clk or negedge rst_n) begin
        if (!rst_n) begin
            max_x_1_r <= 0;
            y_avg_1_r <= 0;
            max_x_2_r <= 0;
            y_avg_2_r <= 0;
        end else if (vsync_falling_edge) begin
            max_x_1_r <= max_x_1;
            y_avg_1_r <= y_avg_1;
            max_x_2_r <= max_x_2;
            y_avg_2_r <= y_avg_2;
        end
    end
    reg [10:0] box1_x_min, box1_x_max, box1_y_min, box1_y_max;
    reg [10:0] box2_x_min, box2_x_max, box2_y_min, box2_y_max;
    reg        box1_valid, box2_valid;
    always @(posedge clk or negedge rst_n) begin
        if (!rst_n) begin
            box1_x_min <= 0;
            box1_x_max <= 0;
            box1_y_min <= 0;
            box1_y_max <= 0;
            box1_valid <= 0;
            box2_x_min <= 0;
            box2_x_max <= 0;
            box2_y_min <= 0;
            box2_y_max <= 0;
            box2_valid <= 0;
        end else if (vsync_falling_edge) begin
            if (max_x_1_r > (BOX_WIDTH >> 1) + BORDER_THICKNESS &&
                y_avg_1_r > (BOX_HEIGHT >> 1) + BORDER_THICKNESS &&
                max_x_1_r + (BOX_WIDTH >> 1) < IMG_HDISP - BORDER_THICKNESS &&
                y_avg_1_r + (BOX_HEIGHT >> 1) < IMG_VDISP - BORDER_THICKNESS) begin
                box1_x_min <= max_x_1_r - (BOX_WIDTH >> 1);
                box1_x_max <= max_x_1_r + (BOX_WIDTH >> 1);
                box1_y_min <= y_avg_1_r - (BOX_HEIGHT >> 1);
                box1_y_max <= y_avg_1_r + (BOX_HEIGHT >> 1);
                box1_valid <= 1;
            end else begin
                box1_valid <= 0;
            end
            if (max_x_2_r > (BOX_WIDTH >> 1) + BORDER_THICKNESS &&
                y_avg_2_r > (BOX_HEIGHT >> 1) + BORDER_THICKNESS &&
                max_x_2_r + (BOX_WIDTH >> 1) < IMG_HDISP - BORDER_THICKNESS &&
                y_avg_2_r + (BOX_HEIGHT >> 1) < IMG_VDISP - BORDER_THICKNESS) begin
                box2_x_min <= max_x_2_r - (BOX_WIDTH >> 1);
                box2_x_max <= max_x_2_r + (BOX_WIDTH >> 1);
                box2_y_min <= y_avg_2_r - (BOX_HEIGHT >> 1);
                box2_y_max <= y_avg_2_r + (BOX_HEIGHT >> 1);
                box2_valid <= 1;
            end else begin
                box2_valid <= 0;
            end
        end
    end
    wire in_box1 = box1_valid && (
                   (x_cnt_d >= box1_x_min && x_cnt_d <= box1_x_max &&
                    (y_cnt_d >= box1_y_min && y_cnt_d < box1_y_min + BORDER_THICKNESS || 
                     y_cnt_d >= box1_y_max - BORDER_THICKNESS && y_cnt_d <= box1_y_max)) ||
                   (y_cnt_d >= box1_y_min && y_cnt_d <= box1_y_max &&
                    (x_cnt_d >= box1_x_min && x_cnt_d < box1_x_min + BORDER_THICKNESS ||
                     x_cnt_d >= box1_x_max - BORDER_THICKNESS && x_cnt_d <= box1_x_max))
                   );
    wire in_box2 = box2_valid && (
                   (x_cnt_d >= box2_x_min && x_cnt_d <= box2_x_max &&
                    (y_cnt_d >= box2_y_min && y_cnt_d < box2_y_min + BORDER_THICKNESS || 
                     y_cnt_d >= box2_y_max - BORDER_THICKNESS && y_cnt_d <= box2_y_max)) ||
                   (y_cnt_d >= box2_y_min && y_cnt_d <= box2_y_max &&
                    (x_cnt_d >= box2_x_min && x_cnt_d < box2_x_min + BORDER_THICKNESS ||
                     x_cnt_d >= box2_x_max - BORDER_THICKNESS && x_cnt_d <= box2_x_max))
                   );
    wire [23:0] red_border_color = 24'hFF0000;
    assign post_img_Bit = (per_frame_href_r && (in_box1 || in_box2)) ? red_border_color : per_img_Bit_r;
endmodule
```

## /design/flow/run.sh

```bash
#!/bin/bash
# OpenROAD 26Q1-2900-gdf79404cd8, Yosys 0.63+post, stock flow scripts
make -C /OpenROAD-flow-scripts/flow DESIGN_CONFIG=/design/flow/config.mk WORK_HOME=/design/flow/orfs finish
```

## /design/flow/config.mk

```make
export PLATFORM = sky130hd
export DESIGN_NAME = huakuang
export DESIGN_NICKNAME = huakuang
export VERILOG_FILES = /design/flow/design.v
export SDC_FILE = /design/flow/constraint.sdc
export NUM_CORES = 4
export LEC_CHECK = 1
export CORE_UTILIZATION = 40
```

## /design/flow/constraint.sdc

```tcl
current_design huakuang

set clk_period 5.7
set clk_io_pct 0.2

create_clock -name clk0 -period $clk_period [get_ports {clk}]

set non_clock_inputs [all_inputs -no_clocks]
set_input_delay [expr $clk_period * $clk_io_pct] -clock clk0 $non_clock_inputs
set_output_delay [expr $clk_period * $clk_io_pct] -clock clk0 [all_outputs]
```

==> results.yml <==
# synthesis and place-and-route metrics
clock_network:
  insertion_delay_ns: 0.44
  cts_resized: 0
  root_buffer: "clkbuf_16"
  cts_tree: "yes"
  cts_max_level: 4
  path_clk_slew_ns: 0.08
  clockBufferDepth: 2
  ctsHoldBuffers: 0
  clock-sinks: 198
  cts_setup_buffers: 0
  numCtsBuffers: 17
worst_setup_path:
  reg2reg_depth: 9
  cp-start-kind: "flip-flop"
  critPathLaunch: "box2_x_min[4]"
  rrSetupSlack_ns: 2.54
  worstPathCellList: "inv_1 > nor3_1 > nand2_1 > nor4_1 > nand3_1 > xnor2_1 > ha_1 > and4_1 > o311ai_1 > nand3_1 > o32ai_1 > a22o_1 > a32oi_1 > buf_6 > and2_1 > clkdlybuf4s50_1"
  crit_required_ns: 4.56
  end_kind: "output port"
  critPathMaxStageDelay_ns: 0.48
  slowest_stage: "clkdlybuf4s50_1"
  cpLargestDelayFamily: "simple AND/OR/NAND/NOR gates"
  r2r-end: "box1_x_max[3]"
  cp_max_fo: 24
  worst_path_most_repeated_cell: "nand3_1"
  crit_arrival_ns: 4.23
  crit_type: "reg -> out"
  r2r-start: "y_avg_1_r[1]"
  critPathBufInv: 3
outcome:
  status: "completed"
synth:
  ys_cells: 1417
  avgSynthCellArea_um2: 9.59
  netlist_area_mm2: 0.0136
  synth.distinct_cells: 74
  yosys_area_mm2: 0.0136
  ys_seq_share_pct: 36.5
  async_flop_share_pct: 100
  ys.flops: 198
  flop_cell: "dfrtp_1"
  synth-edff-count: 0
  netlist_instances: 1417
  yosysWarnings: 1
timing:
  setup_viol: 0
  fin_hold_ws_ns: 0.409
  slew_headroom_pct: 45.7
  fin_ws_ns: 0.335
  slew_viol_final: 0
  fin_setup_tns_ns: 0
  fin_skew_ns: 0.0116
  rsz0062_at_grt: "false"
  hold_viol: 0
  finalClockPeriodUsage_pct: 94.1
  max_freq_mhz: 186
  min_period_ns: 5.37
  tightest_slew_ns: 0.813
placement:
  dpl_worst_slack_ns: 0.725
  portBuffers: 99
  gp_congestion: 0.886
  dp_cells: 1920
  hpwlAfterDp_mm: 21.5
power:
  p_per_area_mw_per_mm2: 388
  ir_drop_v: 0.000195
  leakage_uw: 0.00732
drt:
  firstDrtPassIters: 4
  wl_per_cell_um: 15.1
  drt-total-wl_mm: 29.5
  vias: 10300
  via_per_inst: 5.26
  highest_layer: "met4"
  wl_met1_mm: 14.7
  drc: 0
  ant_nets: 0
  wl_met3_um: 907
  wl_met2_mm: 13.4
  antenna-diode-count: 0
  drtIter0Drc: 496
final_layout:
  fin_cells: 1951
  drive_above_1_share_pct: 6.05
  syn_to_final_growth_pct: 14.7
  final_util_pct: 46.6
worst_hold_path:
  min_path_cells: 0
  holdPathEnd: "x_cnt_d[10]"
  hold_path.startpoint: "x_cnt[10]"
  hold_class: "reg -> reg"
floorplanning:
  io_pins: 110
  die_h_um: 186
  coreArea_mm2: 0.0334
  rows: 67
  die-area_mm2: 0.0347
  dieWidth_um: 186
  fp_util_pct: 40.6
grt:
  overflow: 0
  grt_pass1_wl_mm: 50.2
  grt_max_degree: 120
  grt_antenna_before_repair: 0
  first_global_vias: 9955
  track_usage_pct: 18.0
flow_run:
  log.warning_count: 49
  cap_violations: 0
## final cells by class
type	instances	area [um^2]
clock buffers	18	439
clock inverters	13	139
fillers	3039	17900
inverters	108	405
multi-input cells	1062	8040
flip-flops and latches	198	4950
well taps	448	561
repair buffers	104	1050
## sequential cells by signal, summed over array words and instances (netlist names), 9 cells and up
name,cells
per_img_Bit_r,24
box1_x_max,11
box1_y_min,11
box2_x_min,11
box2_y_max,11
max_x_1_r,11
max_x_2_r,11
x_cnt,11
x_cnt_d,11
y_avg_1_r,11
y_avg_2_r,11
y_cnt,11
y_cnt_d,11
box1_x_min,9
box1_y_max,9
box2_x_max,9
box2_y_min,9
## per-stage QoR
step,cell area (um^2),total power [uW]
after detailed placement,15000,4840
after CTS,15600,6090
after global routing,15600,6620
after floorplan,13600,4130
after global placement,15000,4780
final,15600,6050
## where the power goes
part | total (uW) | switching (uW) | internal [uW]
registers | 2220 | 454 | 1770
logic | 2620 | 1400 | 1220
clock network | 1200 | 575 | 628
total | 6050 | 2430 | 3620
## layer usage
layer	up-vias	global-route usage, %
li1	5181	-
met1	4883	28.5
met2	163	27.9
met3	32	2.17
met4	0	2.57
met5	-	0
## kinds of logic (layout without fill, tap and decap cells)
family	after synthesis	in the layout	share of synthesized area, %
AOI/OAI and AO/OA	278	278	12.9
xor gates and xnor gates	132	132	8.51
adders and majority gates	178	178	16.4
buffers and inverters	157	243	4.67
DFF	198	198	36.5
muxes	73	73	5.91
and+or+nand+nor	401	401	15.2
## layout by cell type, fill, tap and decap left out, types with 21 or more instances in the layout
cell / count
nand2b_1: 29
nor2_1: 65
inv_1: 107
ha_1: 178
nand3_1: 56
mux2_2: 29
a21oi_1: 87
nand4_1: 22
dfrtp_1: 198
and2_1: 21
mux2i_1: 33
o21ai_0: 71
a21o_1: 23
nand2_1: 97
clkdlybuf4s50_1: 98
xor2_1: 27
xnor2_1: 105
nor3_1: 28
## synth_stat cells (12+ instances only)
cell / count / share of area [%]
inv_1: 107 / 3.0
mux2i_1: 33 / 2.4
xnor2_1: 105 / 6.8
nor2_1: 65 / 1.8
and4_1: 13 / 0.84
nand2_1: 97 / 2.7
nor3_1: 29 / 1.1
mux2_2: 29 / 2.4
nor2b_1: 13 / 0.60
nand3_1: 56 / 2.1
a21oi_1: 87 / 3.2
a21o_1: 23 / 1.3
o21ai_0: 71 / 2.6
clkbuf_1: 28 / 0.77
buf_2: 12 / 0.44
nand2b_1: 29 / 1.3
nor4_1: 12 / 0.55
nand4_1: 22 / 1.0
dfrtp_1: 198 / 36
and3_1: 14 / 0.64
ha_1: 178 / 16
xor2_1: 27 / 1.7
and2_1: 21 / 0.97
a211oi_1: 12 / 0.66
## worst max path at each step
| stage | slack [ns] | cells after the start | to |
|---|---|---|---|
| final | 0.33 | 16 | post_img_Bit[14] |
| after global routing | 0.01 | 14 | post_img_Bit[15] |
| after CTS | 0.22 | 14 | post_img_Bit[14] |
No activity file was given, so power comes from the tool's default toggle rates.
